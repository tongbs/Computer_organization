File: /design/flow/config.mk
export PLATFORM = sky130hd
export DESIGN_NAME = EXtoMEM
export DESIGN_NICKNAME = EXtoMEM
export VERILOG_FILES = /design/flow/design.v
export SDC_FILE = /design/flow/constraint.sdc
export NUM_CORES = 4
export LEC_CHECK = 1
export CORE_UTILIZATION = 40
File: /design/flow/constraint.sdc
current_design EXtoMEM

set clk_period 1.0
set clk_io_pct 0.2

create_clock -name clk0 -period $clk_period [get_ports {clk}]

set non_clock_inputs [all_inputs -no_clocks]
set_input_delay [expr $clk_period * $clk_io_pct] -clock clk0 $non_clock_inputs
set_output_delay [expr $clk_period * $clk_io_pct] -clock clk0 [all_outputs]
File: /design/flow/run.sh
#!/bin/bash
# OpenROAD 26Q1-2900-gdf79404cd8, Yosys 0.63+post, stock flow scripts
make -C /OpenROAD-flow-scripts/flow DESIGN_CONFIG=/design/flow/config.mk WORK_HOME=/design/flow/orfs finish
File: /design/flow/design.v
module EXtoMEM(clk, rst, RegWrite, MemtoReg, Branch, MemRead, MemWrte, Zero, PC_i, Result, RT_data, target_data, RegWrite_o, MemtoReg_o, Branch_o, MemRead_o, MemWrte_o, Zero_o, PC_o, Result_o, RT_data_o, target_data_o);
input clk;
input rst;
input RegWrite;
input MemtoReg;
input Branch;
input MemRead;
input MemWrte;
input Zero;
input [32-1:0]PC_i;
input [32-1:0]Result;
input [32-1:0]RT_data;
input [5-1:0]target_data;
output reg RegWrite_o;
output reg MemtoReg_o;
output reg Branch_o;
output reg MemRead_o;
output reg MemWrte_o;
output reg Zero_o;
output reg [32-1:0]PC_o;
output reg [32-1:0]Result_o;
output reg [32-1:0]RT_data_o;
output reg [5-1:0]target_data_o;
always @(posedge clk) begin
	if(rst == 0) begin
		RegWrite_o <= 0;
		MemtoReg_o <= 0;
		Branch_o <= 0;
		MemRead_o <= 0;
		MemWrte_o <= 0;
		Zero_o <= 0;
		PC_o <= 0;
		Result_o <= 0;
		RT_data_o <= 0;
		target_data_o <= 0;
	end
	else begin
		RegWrite_o <= RegWrite;
		MemtoReg_o <= MemtoReg;
		Branch_o <= Branch;
		MemRead_o <= MemRead;
		MemWrte_o <= MemWrte;
		Zero_o <= Zero;
		PC_o <= PC_i;
		Result_o <= Result;
		RT_data_o <= RT_data;
		target_data_o <= target_data;
	end
end
endmodule
==> changes_impl.md <==
## Implementation

- Status: finished clean
- Placer Congestion: 0.7974
- # Cells Yosys: 225
- Setup Crit Path Kind: reg2out
- Setup crit end kind: output port
- Starting DRT DRC Count: 43
- Slew HR: 0.8413
- Post-Syn Area per Cell: 12.85 sq um
- Fmax: 1.026 GHz
- Seq share, synth: 0.7408
- Die W: 87.02 um
- Worst-margin pin slew: 0.2381 ns
- Final min period: 0.9746 ns
- Slowest CP cell: dfxtp_1
- Worst-path cell chain: buf_2
- Synth flops: 107
- Switching part of the total: 0.2037
- Largest net degree at the start of global routing: 41
- Row count: 30
- DP HPWL: 5436 um
- CP Max Fanout: 1
- # fillers: 541
- Initial antenna violation count: 0
- Gate power share: 0.107
- DR WL/cell: 13.12 um
- Port bufs: 215
- Internal power: 0.006008 W
- Setup crit start kind: register
- Tot GR Track Use: 0.1911
- Worst Path Arrival: 0.77 ns
- TritonCTS clock tree: done
- CP Depth: 1
- FP Util: 0.4187
- Area Overhead vs Synth: 64.95%
- Max clock buf depth: 2
- Crit path buf inv count: 1
- Die Span Y: 87.02 um
- Vias: 2200
- Clock Pin Slew Worst Setup and Hold Paths: 0.09 ns
- Num CTS Buffers: 9
- IO Pins: 216
- Post-Syn Area: 0.002892 sq mm
- Fin cells: 543
- # Post-CTS Setup Buffers: 0
- Critical path data required time: 0.80 ns
- Worst setup endpoint: Result_o[29]
- Chip Area, Yosys: 0.002892 sq mm
- Max cap viols: 0
- VDD IR max: 1.128 mV
- Final period utilization: 0.9746
- Syn. warnings: 1
- Final max-slew violation count: 0
- Final-report setup violation count: 0
- Number of global-route vias before repair: 2124
- RSZ-0062 raised after global routing: yes
- Fin Hold WS: 0.2391 ns
- Clock power share: 0.293
- CP Launch Point: Result_o[29]
- Number of H-tree levels: 3
- Detailed Route WL: 7125 um
- Flop pwr share: 0.601
- Congestion Overflow GR: 0
- Via/cell ratio: 4.052
- Final ANT Viol Nets: 0
- Placed Instances: 528
- Router iterations before antenna repair: 4
- P_leak: 2.215 nW
- DIE AREA: 0.007572 sq mm
- Global-route wire length before repair: 10520 um
- Root Driver: clkbuf_8
- DRC errors left: 0
- Core area: 0.006907 sq mm
- Hold Crit Class: in2reg
- Net Sw Power: 0.001537 W
- Synth cell types: 4
- Final hold vios: 0
- OpenROAD warnings: 27
- # clock sinks: 107
- Ant diodes: 0
- CP top delay family: flip-flops
- Pwr Density: 1582 mW/mm^2
- Layout cell share with drive strength beyond 1: 0.2886
- Worst path max stage delay: 0.31 ns
- Cells after synthesis: 225
[cells by family (layout without fill, tap and decap cells)]
group                  after synthesis  in the layout  share of synthesized area
buffers and inverters               11            233                    0.02769
flip-flops                         107            107                     0.7408
AND/OR/NAND/NOR                    107            107                     0.2315
[worst min-delay path by stage]
stage / start / to / slack, ns / depth (start not counted)
after CTS: rst / Result_o[30] / 0.22 / 2
after global routing: rst / Result_o[10] / 0.22 / 2
final: rst / Result_o[11] / 0.24 / 2
[state kept, by name (all words and copies together) (netlist names)]
register,count
Branch_o,1
MemtoReg_o,1
MemRead_o,1
Zero_o,1
MemWrte_o,1
RegWrite_o,1
target_data_o,5
PC_o,32
RT_data_o,32
Result_o,32
[power groups by stage]
| stage | clock [W] | sequential [W] | combinational [W] |
|---|---|---|---|
| 4_1_cts | 0.00230 | 0.00453 | 0.000820 |
| 5_1_grt | 0.00248 | 0.00456 | 0.000889 |
| 6_report | 0.00221 | 0.00453 | 0.000806 |
[synth_stat cells]
cell type | count | share of area
buf_6 | 4 | 0.016
dfxtp_1 | 107 | 0.74
and2_1 | 107 | 0.23
buf_2 | 7 | 0.012
[per-stage QoR]
stage	utilization	setup slack [ns]	power, W	instance area (sq um)	setup TNS, ns
after detailed placement	0.7440	0.01255	0.005668	5139	0
after global routing	0.6906	-0.02497	0.007925	4770	-0.6276
after CTS	0.6900	0.006022	0.007658	4766	0
after floorplan	-	0.3404	0.004767	2892	0
after global placement	0.7440	0.01437	0.005658	5139	0
final	0.6906	0.02537	0.007545	4770	0
[area by class of cell]
class	instances	area [sq um]	share of cell area
well taps	96	120.1	0.02518
multi-input cells	107	669.4	0.1403
clock buffers	11	131.4	0.02754
clock inverters	4	28.78	0.006034
repair buffers	218	1672	0.3505
flip-flops and latches	107	2148	0.4504
[cell usage in the layout (no fill, tap or decap)]
cell	netlist	routed
dfxtp_2	0	5
buf_12	0	3
dfxtp_1	107	102
buf_2	7	108
clkinvlp_4	0	2
clkbuf_8	0	9
clkinv_2	0	1
clkbuf_1	0	2
and2_1	107	107
clkinv_4	0	1
clkdlybuf4s50_1	0	107
[per-layer routing]
metal | vias to the layer above | wire length, um | track usage | share of wire
met2 | 138 | 3356 | 0.3228 | 0.47
li1 | 1103 | - | - | -
met1 | 950 | 2696 | 0.2341 | 0.38
met3 | 9 | 943 | 0.08558 | 0.13
met5 | - | 0 | 0 | 0
met4 | 0 | 128 | 0.03030 | 0.018
[timing repair]
| item | CTS | global route |
|---|---|---|
| gates resized | 336 | 3 |
| setup endpoints to repair | 107 | 69 |
| hold buffers | 0 | 0 |
Power and IR drop assume default switching activity.
