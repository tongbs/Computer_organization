[config.mk]
export PLATFORM = sky130hd
export DESIGN_NAME = MEMtoWB
export DESIGN_NICKNAME = MEMtoWB
export VERILOG_FILES = /design/flow/design.v
export SDC_FILE = /design/flow/constraint.sdc
export NUM_CORES = 4
export LEC_CHECK = 1
export CORE_UTILIZATION = 30
[constraint.sdc]
current_design MEMtoWB

set clk_period 1.0
set clk_io_pct 0.2

create_clock -name clk0 -period $clk_period [get_ports {clk}]

set non_clock_inputs [all_inputs -no_clocks]
set_input_delay [expr $clk_period * $clk_io_pct] -clock clk0 $non_clock_inputs
set_output_delay [expr $clk_period * $clk_io_pct] -clock clk0 [all_outputs]
[design.v]
module MEMtoWB(clk, rst, RegWrite, MemtoReg, Result, MemData, target_data, RegWrite_o, MemtoReg_o, Result_o, MemData_o, target_data_o);
input clk;
input rst;
input RegWrite;
input MemtoReg;
input [32-1:0]Result;
input [32-1:0]MemData;
input [5-1:0]target_data;
output reg RegWrite_o;
output reg MemtoReg_o;
output reg [32-1:0]Result_o;
output reg [32-1:0]MemData_o;
output reg [5-1:0]target_data_o;
always @(posedge clk) begin
	if(rst == 0) begin
		RegWrite_o <= 0;
		MemtoReg_o <= 0;
		Result_o <= 0;
		MemData_o <= 0;
		target_data_o <= 0;
	end
	else begin
		RegWrite_o <= RegWrite;
		MemtoReg_o <= MemtoReg;
		Result_o <= Result;
		MemData_o <= MemData;
		target_data_o <= target_data;
	end
end
endmodule
[run.sh]
#!/bin/bash
# OpenROAD 26Q1-2900-gdf79404cd8, Yosys 0.63+post, stock flow scripts
make -C /OpenROAD-flow-scripts/flow DESIGN_CONFIG=/design/flow/config.mk WORK_HOME=/design/flow/orfs finish
==> reports/qor.yml <==
avgSynthCellArea_sq_um: 13.4
slew_headroom: 0.910
syn2layout_area_growth_pct: 67.7
clk_path_buf_depth: 2
cts.sinks: 71
port_buffers: 143
yosysSeqAreaShare: 0.714
grt_max_degree: 43
grt-ovfl-total: 0
vias_per_cell: 3.80
power_density_nw_per_um2: 1650
largest_area_cell: "dfxtp_1"
drt_iter0_markers: 18
place.gp.congestion: 0.714
ir_drop_uv: 672
fp.dieH_um: 83.4
antenna_cells: 0
finalInstanceArea_sq_um: 3340
setup_viol: 0
crit_buf_inv: 1
wl_um: 4350
cts.clk_slew.worst_paths_ns: 0.07
min_path_type: "in -> reg"
numCtsBuffers: 9
yosys_area_sq_um: 1990
finalCriticalPeriod_ns: 0.949
pin_count: 144
vias: 1436
firstDrtPassIters: 2
timing.setup.tns_ns: 0
crit_fanout: 1
die_w_um: 83.4
p_leak_nw: 1.56
first_global_vias: 1441
start_kind: "register"
cts_tree: "yes"
htreeDepth: 3
fp.dieArea_sq_um: 6960
critPathRequiredTime_ns: 0.80
postLayoutCoreUtil: 0.523
grt_antenna_before_repair: 0
cp-end-kind: "output pin"
critPathTopFamily: "flip-flops"
fin_crit_sh: 0.949
worstPathArrival_ns: 0.75
ys_types: 3
drv_slew: 0
top_area_frac: 0.714
placed_cell_area_sq_um: 3520
drive_above_1_share: 0.535
drc_errors: 0
num_rows: 29
rsz0062_at_grt: "false"
cp_slowest_cell: "dfxtp_2"
worst_pin_slew_ns: 0.135
syn_inst: 149
path_cells: "buf_6"
synth-warning-count: 1
ys_cells: 149
routedWlPerCell_um: 11.5
fmax_mhz: 1050
status: "finished clean"
cts_root_buffer: "clkbuf_8"
track_usage: 0.133
hold_ws_ns: 0.326
grt_pass1_wl_um: 7200
warnings: 25
core-area_sq_um: 6390
synth.area.top_cells: "dfxtp_1 (71%), and2_2 (27%), clkbuf_2 (1.8%)"
total_power_mw: 5.50
antenna_left: 0
fp_util: 0.312
ys_ff: 71
critPathMaxStageDelay_ns: 0.32
hold_violations: 0
worstSetupPathType: "reg -> out"
drv_cap: 0
syn_area_sq_um: 1990
==> area by class of cell <==
class | instances | area [sq um]
multi-input combinational | 71 | 533
clock inverter | 1 | 5.00
sequential | 71 | 1430
tap | 77 | 96.3
clock buffer | 13 | 159
timing repair buffer | 145 | 1120
fill | 597 | 3050
==> cells in the final DEF (no fill, tap or decap), drive strengths merged <==
master / instances
buf: 74
and2: 71
clkdlybuf4s50: 71
dfxtp: 71
clkbuf: 13
clkinv: 1
==> metrics by stage <==
| step | setup slack [ns] | cells |
|---|---|---|
| floorplan | 0.405 | 149 |
| global placement | 0.0153 | 364 |
| detailed placement | 0.0252 | 364 |
| CTS | 0.0314 | 378 |
| global route | 0.000866 | 378 |
| finish | 0.0510 | 378 |
==> synth_stat cells (all sizes together) <==
| master | number |
|---|---|
| and2 | 71 |
| dfxtp | 71 |
| clkbuf | 7 |
==> final timing paths <==
check / startpoint / endpoint / slack, ns / cells after the start
worst min-delay path: rst / Result_o[8] / 0.33 / 3
worst max-delay path: target_data_o[3] / target_data_o[3] / 0.05 / 1
==> routing by layer <==
| metal | vias to the layer above | wire (um) | global-route usage |
|---|---|---|---|
| li1 | 742 | - | - |
| met1 | 597 | 1870 | 0.187 |
| met2 | 86 | 1790 | 0.193 |
| met3 | 11 | 583 | 0.0686 |
| met4 | 0 | 95 | 0.0231 |
| met5 | - | 0 | 0 |
==> power by group <==
group	switching, mW	internal (mW)	leakage [nW]
logic	0.111	0.448	0.880
registers	0.0285	2.98	0.593
clock network	0.929	1.01	0.0854
==> flip-flops by register name, summed over array words and instances, names as in the netlist <==
register,flops
target_data_o,5
RegWrite_o,1
MemtoReg_o,1
MemData_o,32
Result_o,32
==> logic make-up after synthesis <==
logic type    after synthesis  share of synthesized area
flops                      71                      0.714
simple gates               71                      0.268
buf+inv                     7                     0.0176
==> timing repair <==
item / CTS / global route
resized: 218 / 2
hold buffers: 0 / 0
buffers inserted: 0 / 0
endpoints found under the hold margin: 0 / 0
endpoints found under the setup margin: 71 / 1
Power figures rest on the tool's default switching activity, not on a simulated workload.
