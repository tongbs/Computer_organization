==> /design/flow/run.sh <==
#!/bin/bash
# OpenROAD 26Q1-2900-gdf79404cd8, Yosys 0.63+post, stock flow scripts
make -C /OpenROAD-flow-scripts/flow DESIGN_CONFIG=/design/flow/config.mk WORK_HOME=/design/flow/orfs finish
==> /design/flow/config.mk <==
export PLATFORM = sky130hd
export DESIGN_NAME = IDtoEX
export DESIGN_NICKNAME = IDtoEX
export VERILOG_FILES = /design/flow/design.v
export SDC_FILE = /design/flow/constraint.sdc
export NUM_CORES = 4
export LEC_CHECK = 1
export CORE_AREA = 10 10 184 184
export DIE_AREA = 0 0 194 194
==> /design/flow/constraint.sdc <==
current_design IDtoEX

set clk_period 1.0
set clk_io_pct 0.2

create_clock -name clk0 -period $clk_period [get_ports {clk}]

set non_clock_inputs [all_inputs -no_clocks]
set_input_delay [expr $clk_period * $clk_io_pct] -clock clk0 $non_clock_inputs
set_output_delay [expr $clk_period * $clk_io_pct] -clock clk0 [all_outputs]
==> /design/flow/design.v <==
module IDtoEX(clk, rst, ALU_i, shamt, ZF_data, RegWrite, MemtoReg, Branch, BranchType, MemRead, MemWrte, ALUSrc, ALUOp, RegDst, PC_i, RSdata, RTdata, SE_data, RS, RT, ALU_o, shamt_o, ZF_data_o, RegWrite_o, MemtoReg_o, Branch_o, BranchType_o, MemRead_o, MemWrte_o, ALUSrc_o, ALUOp_o, RegDst_o, PC_o, RSdata_o, RTdata_o, SE_data_o, RS_o, RT_o);
input clk;
input rst;
input RegWrite;
input MemtoReg;
input [32-1:0]PC_i;
input [32-1:0]RSdata;
input [32-1:0]RTdata;
input [32-1:0]SE_data;
input [32-1:0]ZF_data;
input [6-1:0]ALU_i;
input [5-1:0]shamt;
input [5-1:0]RS;
input [5-1:0]RT;
input Branch;
input BranchType;
input MemRead;
input MemWrte;
input ALUSrc;
input [3-1:0]ALUOp;
input RegDst;
output reg RegWrite_o;
output reg MemtoReg_o;
output reg MemRead_o;
output reg MemWrte_o;
output reg ALUSrc_o;
output reg [3-1:0]ALUOp_o;
output reg RegDst_o;
output reg [32-1:0]PC_o;
output reg [32-1:0]RSdata_o;
output reg [32-1:0]RTdata_o;
output reg [32-1:0]SE_data_o;
output reg [32-1:0]ZF_data_o;
output reg Branch_o;
output reg BranchType_o;
output reg [6-1:0]ALU_o;
output reg [5-1:0]shamt_o;
output reg [5-1:0]RS_o;
output reg [5-1:0]RT_o;
always @(posedge clk) begin
	if(rst == 0) begin
		RegWrite_o <= 0;
		MemtoReg_o <= 0;
		Branch_o <= 0;
		BranchType_o <= 0;
		MemRead_o <= 0;
		MemWrte_o <= 0;
		ALUSrc_o <= 0;
		ALUOp_o <= 0;
		RegDst_o <= 0;
		ALU_o <= 0;
		shamt_o <= 0;
		PC_o <= 0;
		RSdata_o <= 0;
		RTdata_o <= 0;
		SE_data_o <= 0;
		ZF_data_o <= 0;
		RS_o <= 0;
		RT_o <= 0;
	end
	else begin
		RegWrite_o <= RegWrite;
		MemtoReg_o <= MemtoReg;
		Branch_o <= Branch;
		BranchType_o <= BranchType;
		MemRead_o <= MemRead;
		MemWrte_o <= MemWrte;
		ALUSrc_o <= ALUSrc;
		ALUOp_o <= ALUOp;
		RegDst_o <= RegDst;
		PC_o <= PC_i;
		RSdata_o <= RSdata;
		RTdata_o <= RTdata;
		SE_data_o <= SE_data;
		ZF_data_o <= ZF_data;
		ALU_o <= ALU_i;
		shamt_o <= shamt;
		RS_o <= RS;
		RT_o <= RT;
	end
end
endmodule
==> impl_report.txt <==
PHYSICAL IMPLEMENTATION REPORT
----------------------------------------------------
[Run status]
  Status ........................ finished with violations
  Violations in the final reports ........................ negative setup slack

[Layout]
  Area Overhead vs Synth ........................ 75.6%
  Seq. cell area ........................ 0.00389 sq mm
  Share of layout cells above drive strength 1 ........................ 32.9%
  Number of fill cells ........................ 3,077
  Combined area of the multi-input logic cells ........................ 0.00120 sq mm

[Timing]
  Final Hold Violation Tally ........................ 0
  Relative slew slack ........................ 87.0%
  Shortest clock period the worst path allows after layout ........................ 1.14 ns
  Highest clock rate ........................ 0.874 GHz
  Total count of max-transition violations in the final report ........................ 0
  Setup repair after global routing missed its margin ........................ true
  Period utilisation layout ........................ 114%
  Setup TNS ........................ -7.48 ns
  Final tally of setup violations ........................ 192
  Actual transition at the worst max-transition pin ........................ 0.195 ns
  WHS ........................ 0.158 ns
  Final worst slack ........................ -0.144 ns

[Critical path]
  Master of the slowest instance on the critical path ........................ dfxtp_4
  Type of destination of the critical path ........................ primary output
  Data arrival time of the worst path ........................ 0.94 ns
  Critical Path, Cell by Cell ........................ buf_6
  Worst-path fanout max ........................ 1
  Critical path buffer and inverter count ........................ 1
  CP Class ........................ flop to primary output
  Critical Path Source ........................ ALU_o[5]
  Critical Path RT ........................ 0.80 ns
  Delay-heaviest family, CP ........................ flip-flops
  Worst stage delay on the critical path ........................ 0.40 ns
  Startpoint types ........................ flop

[Yosys]
  Distinct lib cells used ........................ 4
  Avg Cell Area, Syn ........................ 13.0 sq um
  Yosys cell count ........................ 405
  Chip area line of the yosys report ........................ 0.00528 sq mm
  Share of synthesized area occupied by flip-flops and latches ........................ 72.9%
  Number of instances in the synthesized netlist ........................ 405
  Count of warnings emitted by yosys ........................ 1
  Mapped Area ........................ 0.00528 sq mm
  Count of state elements after synthesis ........................ 192

[Routing]
  Iteration-0 DRC count of the detailed router ........................ 85
  Routed wire per std cell ........................ 15.9 um
  Routed wire length ........................ 19.1 mm
  Count of unresolved DRC violations after routing ........................ 0
  Count of TritonRoute iterations in the first routing pass ........................ 3
  Vias after detailed routing ........................ 3,988
  Diodes inserted ........................ 0
  Average vias per placed instance ........................ 3.31
  Number of antenna-violating nets in the routed design ........................ 0

[Place]
  Post-detail-place hpwl ........................ 15.6 mm
  Pre-CTS setup slack ........................ -0.280 ns
  Placer Congestion ........................ 0.809
  Port Buf Inserts ........................ 385

[Worst hold path]
  Tightest Hold Check Type ........................ primary input to flop
  Hold path start ........................ rst

[Power]
  Power per unit of standard cell area ........................ 1770 mW/mm^2
  Max rail drop VDD ........................ 1.41 mV
  Leakage dissipation ........................ 4.18 nW

[Global route]
  Global-route congestion overflow total ........................ 0
  Pin count of the biggest net entering global routing ........................ 33
  Number of global-route vias before repair ........................ 4,285
  Overall global routing resource usage ........................ 9.92%
  Global-route wire length before repair ........................ 28.1 mm
  Antenna violations before repair ........................ 0

[Die]
  Count of pins on the block boundary ........................ 386
  Floorplan die height ........................ 194 um
  FP Rows ........................ 63
  Share of the core filled by cells before placement ........................ 17.7%
  Die Wd ........................ 194 um
  Core Area ........................ 0.0298 sq mm
  Area enclosed by the die boundary ........................ 0.0376 sq mm

[Clocking]
  Clock-pin slew on the worst setup and hold paths ........................ 0.07 ns
  # H-tree levels ........................ 4
  Number of buffers on the longest clock path ........................ 2
  CTS tree ........................ built
  Number of sinks on the clock net ........................ 192
  Cts-stage hold buffer count ........................ 0
  Cell at the root of the clock tree ........................ clkbuf_16
  Number of CTS-inserted buffers ........................ 17

[Flow run]
  Max-cap violations ........................ 0
  Tool warnings ........................ 27

----------------------------------------------------
==> cells in the final DEF (no fill, tap or decap), types with 5 or more instances in the layout <==
cell and n:
dfxtp_1 162, buf_4 10, buf_6 8, and2_1 192
clkbuf_16 17, inv_6 7, dfxtp_2 28, buf_2 184
buf_12 5, clkdlybuf4s50_1 192
==> layout make-up <==
cell class	instances	share of cell area (%)
Clock buffer	20	4.93
Timing Repair Buffer	399	33.6
Sequential cell	192	42.0
Tap cell	390	5.27
Multi-Input combinational cell	192	13.0
Clock inverter	12	1.31
==> routing by layer <==
metal | vias to the layer above | track usage (%) | share of wire, %
met5 | - | 0 | 0
met1 | 1715 | 11.2 | 39
li1 | 2012 | - | -
met4 | 0 | 1.53 | 1.6
met3 | 15 | 6.06 | 13
met2 | 246 | 16.1 | 46
==> Yosys cell counts, drive strengths merged <==
| cell type | instances | area [sq um] |
|---|---|---|
| and2 | 192 | 1200 |
| dfxtp | 192 | 3840 |
| buf | 21 | 230 |
==> logic make-up (layout without fill, tap and decap cells) <==
family,Yosys count,in the layout,share of synthesized area [%]
buf+inv,21,431,4.36
simple gates,192,192,22.8
flops,192,192,72.9
==> where the power goes <==
part           switching [mW]  internal, mW
combinational           0.393          1.17
clock                    3.08          3.64
sequential             0.0917          8.06
==> stage by stage <==
stage	power [mW]	util [%]	std cells	cell area [sq um]
finish	16.4	31.1	1205	9260
global route	17.2	31.1	1205	9260
CTS	16.8	30.9	1205	9210
detailed placement	10.3	32.1	1173	9550
global placement	10.3	32.1	1173	9550
floorplan	8.60	-	405	5280
==> sequential cells by signal (all words and copies together) (netlist names), 3 cells and up <==
register and flops:
ALUOp_o 3, ALU_o 6, PC_o 32, RS_o 5
RSdata_o 32, RT_o 5, RTdata_o 32, SE_data_o 32
ZF_data_o 32, shamt_o 5
==> repair_timing <==
item | 4_1_cts | 5_1_grt
buffers inserted | 0 | 0
endpoints found under the setup margin | 192 | 192
resized | 649 | 24
endpoints found under the hold margin | 0 | 0
gates cloned | 0 | 0
==> path summary, 6_finish.rpt <==
check             to  cells after the start  slack, ns
max         ALU_o[5]                      1      -0.14
min    ZF_data_o[31]                      3       0.16
Power figures rest on the tool's default switching activity, not on a simulated workload.
